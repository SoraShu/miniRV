==> design/flow/design.v <==
module mask(
    input   wire            rst_i,
    input   wire    [1 :0]  mask_op_i,
    input   wire            sign_i,
    input   wire    [31:0]  addr_i,
    input   wire    [31:0]  data_i,
    output  reg     [31:0]  rd_o,
    input   wire    [31:0]  rd_i,
    output  reg     [31:0]  addr_o,
    output  reg     [31:0]  data_o
);
always@(*) begin
    if (rst_i)
        rd_o = 32'b0;
    else if (mask_op_i == 2'b01)
        rd_o = {{16{{addr_i[1] ? rd_i[31] : rd_i[15]}&sign_i}}, addr_i[1] ? rd_i[31:16] : rd_i[15:0]};
    else if (mask_op_i == 2'b00) begin
        case (addr_i[1:0])
            2'b00: rd_o =  {{24{rd_i[7 ]&sign_i}}, rd_i[7 :0 ]};
            2'b01: rd_o =  {{24{rd_i[15]&sign_i}}, rd_i[15:8 ]};
            2'b10: rd_o =  {{24{rd_i[23]&sign_i}}, rd_i[23:16]};
            default: rd_o ={{24{rd_i[31]&sign_i}}, rd_i[31:24]};
        endcase
    end
    else rd_o = rd_i;
end
always@(*) begin
    addr_o = addr_i;
end
always@(*) begin
    if (rst_i)
        data_o = 32'b0;
    else if (mask_op_i == 2'b01) begin
        data_o = addr_i[1] ? {data_i[15:0], rd_i[15:0]} : {rd_i[31:16], data_i[15:0]};
    end
    else if (mask_op_i == 2'b00) begin
        case (addr_i[1:0])
            2'b00: data_o = {rd_i[31:8], data_i[7:0]};
            2'b01: data_o = {rd_i[31:16], data_i[7:0], rd_i[ 7:0]};
            2'b10: data_o = {rd_i[31:24], data_i[7:0], rd_i[15:0]};
            default: data_o = {data_i[7:0], rd_i[23:0]};
        endcase
    end
    else data_o = data_i;
end
endmodule
==> design/flow/run.sh <==
#!/bin/bash
# OpenROAD 26Q1-2900-gdf79404cd8, Yosys 0.63+post, stock flow scripts
make -C /OpenROAD-flow-scripts/flow DESIGN_CONFIG=/design/flow/config.mk WORK_HOME=/design/flow/orfs finish
==> design/flow/config.mk <==
export PLATFORM = sky130hd
export DESIGN_NAME = mask
export DESIGN_NICKNAME = mask
export VERILOG_FILES = /design/flow/design.v
export SDC_FILE = /design/flow/constraint.sdc
export NUM_CORES = 4
export LEC_CHECK = 1
export CORE_AREA = 10 10 130 130
export DIE_AREA = 0 0 140 140
==> design/flow/constraint.sdc <==
current_design mask

set clk_period 5.2
set clk_io_pct 0.2

create_clock -name clk0 -period $clk_period

set non_clock_inputs [all_inputs -no_clocks]
set_input_delay [expr $clk_period * $clk_io_pct] -clock clk0 $non_clock_inputs
set_output_delay [expr $clk_period * $clk_io_pct] -clock clk0 [all_outputs]
==> results.md <==
| Group | Result | This run |
| --- | --- | --- |
| worst setup path | Data arrival time of the worst path | 3.32 ns |
| die | Total Die Area | 19600 sq um |
| die | Die outline width | 140 um |
| die | Ports placed on the boundary | 196 |
| power | IR drop worst, VDD | 0.02515 mV |
| cells and area | Post-route design area | 3187 sq um |
| die | Die span in y | 140 um |
| power | Sw Share | 43.04% |
| yosys | Number of warnings issued by yosys | 1 |
| power | Comb power frac | 100.0% |
| sta | Final worst path period need | 4.355 ns |
| worst hold path | Min-Delay Startpoint | addr_i[10] |
| cts | Number of buffers inserted for hold repair after clock tree synthesis | 0 |
| yosys | Post-synthesis chip area from yosys | 1783 sq um |
| flow run | Max capacitance violation total | 0 |
| yosys | Synth top area cells | sky130_fd_sc_hd__buf_4, sky130_fd_sc_hd__mux2i_1, sky130_fd_sc_hd__nor2_1, sky130_fd_sc_hd__o22ai_1, sky130_fd_sc_hd__inv_1 |
| die | Standard-cell row count | 43 |
| yosys | Library cell occupying the most area in the post-synthesis netlist | sky130_fd_sc_hd__buf_4 |
| sta | Final slew viol count | 0 |
| detailed routing | Number of DRC markers in iteration 0 | 188 |
| worst setup path | Startpoint of the most critical setup path | addr_i[1] |
| cells and area | Fill count | 1578 |
| die | Area of the core | 13990 sq um |
| yosys | Cell with the most instances after synthesis | sky130_fd_sc_hd__nor2_1 |
| yosys | Share of synthesized area spent on multiplexers | 9.684% |
| sta | Relative slew slack | 65.77% |
| yosys | Aoi/oai-family share of the synthesized area | 38.39% |
| yosys | Cells after Synth | 296 |
| placed design | HPWL Detailed | 9.391 mm |
| flow run | OpenROAD warning count | 32 |
| worst setup path | Required time of the worst setup path | 4.16 ns |
| sta | Final tally of hold violations | 0 |
| placed design | Placed Instance Area | 3187 sq um |
| cts | Quantity of gates resized following cts | 0 |
| power | P_leak | 1.231 nW |
| yosys | Most used standard cells in the synthesized netlist | sky130_fd_sc_hd__nor2_1, sky130_fd_sc_hd__buf_4, sky130_fd_sc_hd__inv_1, sky130_fd_sc_hd__clkbuf_1, sky130_fd_sc_hd__nand2_1 |
| worst hold path | Worst Hold Class | input port to output pin |
| power | Proportion of power drawn by flip-flops and latches | 0% |
| cells and area | Area used by sequential logic in the layout | 0 sq um |
| sta | Fin worst setup slack | 0.8447 ns |
| yosys | Count of unique library cells instantiated by Yosys | 31 |
| detailed routing | Number of nets with antenna violations after routing | 0 |
| sta | Total negative setup slack | 0 ns |
| worst setup path | Kind of critical path | input port to output pin |
| worst setup path | Setup crit start kind | input port |
| power | Power density over the cells | 92.13 nW/um^2 |
| yosys | Top area contributor share | 13.47% |
| cts | Postcts setup bufs | 0 |
| detailed routing | Number of optimization iterations in the first detailed-route pass | 4 |
| cells and area | Post-synthesis to final-layout area growth | 78.74% |
| detailed routing | Antenna cells | 0 |
| global routing | Initial antenna violation count | 0 |
| sta | Final setup violation count | 0 |
| yosys | Sequential-to-total area share from yosys stat | 0% |
| global routing | Number of global-route vias before repair | 2738 |
| placed design | Post-placement setup slack | 0.8271 ns |
| yosys | Adder share | 0% |
| worst setup path | CP endpoint kind | output pin |
| yosys | Mean cell area of the mapped netlist | 6.024 sq um |
| detailed routing | Routed via count | 2686 |
| worst setup path | Crit-path cells | buf_2, buf_4, nand2_1, a211o_1, a32o_1, clkdlybuf4s50_1 |
| detailed routing | Average detailed-routed wire length per instance | 20.60 um |
| detailed routing | DRC errors left | 0 |
| worst setup path | Slowest stage cell on the critical path | sky130_fd_sc_hd__buf_4 |
| detailed routing | Wirelength, routed | 11.82 mm |
| cells and area | Share of post-route cells with drive strength above 1 | 9.137% |
| global routing | Maximum number of pins on one net before global-route repair | 47 |
| sta | Transition time of the tightest slew-check pin | 0.5134 ns |
| outcome | Outcome | finished, final reports clean |
| cells and area | Post-layout utilization of the core | 22.78% |
| sta | Crit share post-route | 83.76% |
| sta | Achievable clock frequency | 229.6 MHz |
| cells and area | Clock buf count | 0 |
| placed design | Global placement routability congestion | 0.8204 |
| cells and area | Number of flip-flops and latches | 0 |
| die | Starting density of the core | 12.75% |
| global routing | Global-route wire length before repair | 17.51 mm |
| power | Internal power | 0.1673 mW |
| detailed routing | Via count normalized by instance count | 4.679 |
| yosys | Parity-gate share of the synthesized area counting xor and xnor cells | 0% |
| power | Switching power summed over all nets | 0.1264 mW |
| power | Proportion of power drawn by the clock network | 0% |
| global routing | Global-route usage over all layers | 11.35% |
| global routing | Total congestion overflow | 0 |
| yosys | Largest family of logic cells by area | AND-OR/OR-AND gates |
| yosys | Area fraction in and, or, nand and nor cells after synthesis | 26.53% |
| yosys | Cell area after technology mapping | 1783 sq um |
| yosys | Number of cells in Yosys stat | 296 |
| sta | Unrepaired setup endpoints after global routing | false |
| placed design | Port Buffers | 136 |
| worst setup path | Critical path peak fanout | 46 |
| worst setup path | Max incr delay on CP | 0.49 ns |
critical path: cells and delay by family:
family / cells / cell delay [ns]
AND-OR/OR-AND: 2 / 0.65
buffers and inverters: 3 / 1.20
AND/OR/NAND/NOR: 1 / 0.41
power by group through the flow:
stage / registers [mW] / logic, mW / clock network, mW
CTS: 0 / 0.298 / 0
global route: 0 / 0.320 / 0
finish: 0 / 0.294 / 0
cell families (layout without fill, tap and decap cells):
kind of cell,Yosys count,count (layout)
AOI/OAI and AO/OA,92,92
buffers and inverters,85,183
muxes,16,16
and+or+nand+nor,103,103
placed cells by master (no fill, tap or decap), drive strengths merged:
cell type	count
nand3	10
nor3	16
nand2	20
a31oi	8
a41oi	1
or3b	2
and3	8
mux4	1
a221oi	7
a211o	8
a311oi	8
a32o	8
o21ai	7
a211oi	1
inv	26
nor2	39
a21oi	20
mux2i	15
nor3b	3
nor4	3
buf	23
nand2b	2
o22ai	16
o211ai	8
clkdlybuf4s50	134
per-layer routing:
layer / vias up / global-route usage [%] / wire length (um)
li1: 1254 / - / -
met1: 1255 / 15.14 / 5222
met2: 151 / 18.36 / 5311
met3: 26 / 2.776 / 1093
met4: 0 / 1.902 / 194
met5: - / 0 / 0
metrics by stage:
stage	total power, mW	hold slack (ns)	instances
finish	0.2936	2.080	574
global route	0.3197	2.080	574
CTS	0.2982	2.080	574
detailed placement	0.2964	2.080	574
global placement	0.2951	2.080	574
floorplan	0.1134	2.146	296
layout make-up:
type / count / area (sq um) / area share [%]
well taps: 180 / 225.2 / 7.067
repair buffers: 157 / 1534 / 48.13
inverters: 26 / 97.59 / 3.062
multi-input cells: 211 / 1330 / 41.74
worst paths after layout:
check / end / cells after the start / slack (ns)
hold / removal: addr_o[10] / 0 / 2.08
setup / recovery: data_o[25] / 6 / 0.84
Power and IR drop assume default switching activity.
