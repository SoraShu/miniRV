$ cat run.sh
#!/bin/bash
# OpenROAD 26Q1-2900-gdf79404cd8, Yosys 0.63+post, stock flow scripts
make -C /OpenROAD-flow-scripts/flow DESIGN_CONFIG=/design/flow/config.mk WORK_HOME=/design/flow/orfs finish
$ cat config.mk
export PLATFORM = sky130hd
export DESIGN_NAME = idecode
export DESIGN_NICKNAME = idecode
export VERILOG_FILES = /design/flow/design.v
export SDC_FILE = /design/flow/constraint.sdc
export NUM_CORES = 4
export LEC_CHECK = 1
export CORE_UTILIZATION = 30
$ cat constraint.sdc
current_design idecode

set clk_period 12.4
set clk_io_pct 0.2

create_clock -name clk0 -period $clk_period [get_ports {clk_i}]

set non_clock_inputs [all_inputs -no_clocks]
set_input_delay [expr $clk_period * $clk_io_pct] -clock clk0 $non_clock_inputs
set_output_delay [expr $clk_period * $clk_io_pct] -clock clk0 [all_outputs]
$ cat design.v
module idecode(
    input   wire            clk_i,
    input   wire            rst_i,
    input   wire            rf_we_i,
    input   wire    [2:0]   sext_op_i,
    input   wire    [2:0]   wd_sel_i,
    input   wire    [31:0]  inst_i,
    input   wire    [31:0]  pc4_i,
    input   wire    [31:0]  alu_c_i,
    input   wire    [31:0]  dram_rd_i,
    input   wire    [31:0]  pcimm_i,
    output  wire    [31:0]  ext_o,
    output  wire    [31:0]  rD1_o,
    output  wire    [31:0]  rD2_o,
    output  wire    [31:0]  debug_wb_value  
    );
    wire    [31:0]  wD_wire;
    assign  debug_wb_value = wD_wire;
    sext idecode_sext(
        .rst_i      (rst_i),
        .sext_op_i  (sext_op_i),
        .din        (inst_i),
        .ext_o      (ext_o)
    );
    rf idecode_rf(
        .rst_i  (rst_i),
        .clk_i  (clk_i), 
        .rf_we_i(rf_we_i),
        .rR1_i  (inst_i[19:15]),
        .rR2_i  (inst_i[24:20]),
        .wR_i   (inst_i[11:7]),
        .wD_i   (wD_wire),
        .rD1_o  (rD1_o),
        .rD2_o  (rD2_o)
    );
    mux_5_1 idecode_mux_5_1(
        .op_i   (wd_sel_i),
        .a_i    (alu_c_i),
        .b_i    (pc4_i),
        .c_i    (dram_rd_i),
        .d_i    (ext_o), 
        .e_i    (pcimm_i),
        .f_o    (wD_wire)
    );
endmodule
module  mux_5_1(
    input   wire    [2:0]   op_i,
    input   wire    [31:0]  a_i,
    input   wire    [31:0]  b_i,
    input   wire    [31:0]  c_i,
    input   wire    [31:0]  d_i,
    input   wire    [31:0]  e_i,
    output  wire    [31:0]  f_o
);
assign f_o = op_i[2] ? e_i : (op_i[1] ? (op_i[0] ? d_i : c_i) : (op_i[0] ? b_i : a_i));
endmodule
module rf(
    input   wire            rst_i,
    input   wire            clk_i,   
    input   wire            rf_we_i,
    input   wire    [4:0]   rR1_i,
    input   wire    [4:0]   rR2_i,
    input   wire    [4:0]   wR_i,
    input   wire    [31:0]  wD_i,
    output  reg     [31:0]  rD1_o,
    output  reg     [31:0]  rD2_o
);
reg [31:0]  registers[31:0];
always@(*) begin
    if (rst_i) begin
        rD1_o = 32'b0;
        rD2_o = 32'b0;
    end
    else begin
        rD1_o = registers[rR1_i];
        rD2_o = registers[rR2_i];
    end
end
always@(posedge clk_i) begin
    if (rst_i) begin
        registers[ 1] <= 32'b0;
        registers[ 2] <= 32'b0;
        registers[ 3] <= 32'b0;
        registers[ 4] <= 32'b0;
        registers[ 5] <= 32'b0;
        registers[ 6] <= 32'b0;
        registers[ 7] <= 32'b0;
        registers[ 8] <= 32'b0;
        registers[ 9] <= 32'b0;
        registers[10] <= 32'b0;
        registers[11] <= 32'b0;
        registers[12] <= 32'b0;
        registers[13] <= 32'b0;
        registers[14] <= 32'b0;
        registers[15] <= 32'b0;
        registers[16] <= 32'b0;
        registers[17] <= 32'b0;
        registers[18] <= 32'b0;
        registers[19] <= 32'b0;
        registers[20] <= 32'b0;
        registers[21] <= 32'b0;
        registers[22] <= 32'b0;
        registers[23] <= 32'b0;
        registers[24] <= 32'b0;
        registers[25] <= 32'b0;
        registers[26] <= 32'b0;
        registers[27] <= 32'b0;
        registers[28] <= 32'b0;
        registers[29] <= 32'b0;
        registers[30] <= 32'b0;
        registers[31] <= 32'b0;
        registers[0 ] <= 32'b0;
    end
    else if (rf_we_i && wR_i)
        registers[wR_i] <= wD_i;
    else            
        registers[wR_i] <= registers[wR_i];
end
endmodule
module sext(
    input   wire            rst_i,
    input   wire    [2:0]   sext_op_i,
    input   wire    [31:0]  din,
    output  reg     [31:0]  ext_o
);
always@(*) begin
    if (rst_i) ext_o = 32'b0;
    else begin
        case(sext_op_i)
            3'd0:   begin
                if ((din[14:12] == 3'b001 || din[14:12] == 3'b101) && din[4]) ext_o = {27'b0, din[24:20]};
                else ext_o = {{20{din[31]}}, din[31:20]};
            end
            3'd1:   ext_o = {{20{din[31]}}, din[31:25], din[11:7]};
            3'd2:   ext_o = {{19{din[31]}}, din[31], din[7], din[30:25], din[11:8], 1'b0};    
            3'd3:   ext_o = {{11{din[31]}}, din[31], din[19:12], din[20], din[30:21], 1'b0};  
            3'd4:   ext_o = {din[31:12], 12'b0};
            default:ext_o = 32'b0;
        endcase
    end
end
endmodule
==> impl_metrics.yaml <==
# flow metrics
timing:
  maxSlewViolCount: 0
  setup_viol: 0
  timing.final.ws_setup_ps: 3250
  rsz0062_at_grt: "no"
  worst_pin_slew_ps: 984
  clock.fmax_ghz: 0.109
  hold_viol: 0
  slew_headroom_pct: 34.1
  timing.hold.ws_ps: 2250
  period_needed_ps: 9150
  setup_tns_ps: 0
  finalCritPeriodShare_pct: 73.8
global_route:
  grt_util_all_layers_pct: 26.3
  grt_pass1_wl_mm: 333
  grt_max_degree: 91
  antenna_found_initial: 11
  grt_pass1_vias: 44039
  grt_overflow_total: 0
setup_path:
  critPathLaunchType: "input pin"
  cp.arrival_ps: 6670
  crit_chain: "clkdlybuf4s50_1 > buf_4 > inv_6 > buf_4 > buf_4 > mux2i_1 > a221o_1 > a31oi_1 > clkdlybuf4s50_1"
  cp_slowest_cell: "a31oi_1"
  cpLargestDelayFamily: "buffers and inverters"
  critPathKind: "input pin to output pin"
  required_ps: 9920
  cp_max_fo: 31
  cp_slowest_stage_delay_ps: 670
  cp_common_cell: "buf_4"
  critical_path_buf_inv_count: 6
  cp-end-kind: "output pin"
yosys:
  ys_cells: 4012
  largest_area_cell: "edfxtp_1"
  synth-seq-area-share_pct: 53.6
  async_reset_ff_share_pct: 0
  synth_area_per_cell_um2: 14.3
  numSynthFlops: 1024
  synth-edff-count: 1024
  top_area_share_pct: 53.6
  yosysWarnings: 2
  ff_type: "edfxtp_1"
  synth_area_um2: 57400
  synth_cell_types: 50
  ys_chip_area_um2: 57400
  synth_cells: 4012
  top_cells_by_area: "edfxtp_1, mux4_2, a211oi_1"
cts:
  postCtsSetupBuffers: 0
  cts_root_buffer: "clkbuf_16"
  clk_pin_slew_worst_paths_ps: 60
  cts_buffer_depth: 3
  cts.sinks: 1024
  cts_resized: 0
  cts_tree: "done"
  cts_hold_buf: 0
  h-tree-depth: 3
  cts_buffers: 106
drt:
  routed.top_layer: "met5"
  viasPerCell: 6.24
  wl_per_cell_um: 35.9
  firstDrtPassIters: 5
  wl_mm: 241
  route.met3.wl_mm: 41.7
  ant_nets: 0
  dr.first_iter.drc_count: 3105
  wl_met2_mm: 108
  met1_length_mm: 68.7
  vias: 41886
  drcViolationCount: 0
layout:
  combGateArea_um2: 24700
  top_regs: "idecode_rf.registers x1024"
  largest_reg_flops: 1024
  layout.cells.most_common: "edfxtp_1"
  flop_area_um2: 30700
  top_register: "idecode_rf.registers"
  final_cell_count_no_fill: 6708
  synthToLayoutAreaGrowth_pct: 16.5
  drive_gt1_share_pct: 25.0
  num-fill-cells: 17680
  final_cell_mix: "edfxtp_1, a211oi_1, mux4_2, clkdlybuf4s50_1, mux2i_1"
floorplanning:
  die_w_um: 439
  rows: 160
  die_area_um2: 193000
  ios: 297
  initCoreUtil_pct: 30.2
  core_um2: 190000
  die_h_um: 439
place:
  gp_congestion: 0.974
  dpl.cell_count: 6504
  post-place-ws_ps: 3370
  io_buffers: 290
  hpwlAfterDp_mm: 145
run:
  cap_violations: 0
  warning_count: 32
outcome:
  status: "complete, no violations"
pwr:
  p_per_area_nw_per_um2: 128
  peakVddDrop_v: 0.000106
  leakagePower_nw: 21.0
hold_path:
  hold_class: "input pin to register"
==> kinds of logic (layout without fill, tap and decap cells) <==
kind of cell / after synthesis / after routing / share of synthesized area (%)
simple gates: 353 / 353 / 2.93
other cells: 1 / 40 / 0.00654
buf+inv: 611 / 757 / 4.75
flops: 1024 / 1024 / 53.6
compound gates: 1280 / 1280 / 15.9
xor+xnor: 1 / 1 / 0.0153
mux: 742 / 742 / 22.8
==> report_power, final <==
group / leakage [nW] / internal [mW] / switching, mW
clock network: 1.61 / 1.69 / 1.42
registers: 9.75 / 4.00 / 0.0846
logic: 9.62 / 0.527 / 0.838
total: 21.0 / 6.22 / 2.35
==> synth_stat cells (all sizes together) (65+ instances only) <==
master,n
a211oi,628
a21oi,263
a221o,65
a221oi,69
a22oi,71
buf,183
clkbuf,396
edfxtp,1024
mux2i,276
mux4,448
nand2,75
nor2,88
nor3,126
o21ai,69
==> area by class of cell <==
class / instances / area share [%]
inverters: 32 / 0.195
clock buffers: 123 / 4.06
diodes: 8 / 0.0300
flip-flops and latches: 1024 / 46.0
well taps: 2511 / 4.70
repair buffers: 529 / 7.14
multi-input cells: 2408 / 37.0
clock inverters: 73 / 0.867
==> metal layers <==
metal	vias up	track usage, %
met5	-	4.04
met3	838	19.6
met1	20633	25.3
li1	17055	-
met4	32	17.8
met2	3328	38.1
==> through the flow <==
step	total power, mW	area (um^2)	utilization, %
detailed placement	5.49	63500	33.4
finish	8.57	66800	35.2
global placement	5.47	63500	33.4
CTS	8.55	66800	35.2
floorplan	4.88	57500	-
global route	8.76	66800	35.2
==> final timing paths <==
path              startpoint                          end  slack (ps)  depth (start not counted)
hold / removal         rst_i  idecode_rf.registers[0][21]        2250                          1
setup / recovery  inst_i[22]                    rD2_o[10]        3250                          9
Power is estimated from default activity; no workload was simulated.
